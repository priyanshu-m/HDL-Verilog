--- /design/flow/config.mk ---
export PLATFORM = sky130hd
export DESIGN_NAME = Serial_Adder
export DESIGN_NICKNAME = Serial_Adder
export VERILOG_FILES = /design/flow/design.v
export SDC_FILE = /design/flow/constraint.sdc
export NUM_CORES = 4
export LEC_CHECK = 1
export CORE_AREA = 10 10 70 70
export DIE_AREA = 0 0 80 80
--- /design/flow/design.v ---
`timescale 1ns/1ps
module Serial_Adder(Sum, Cout, A, B, Cin, Clk);
	output reg [3:0]Sum;
	output reg Cout;
	input [3:0]A,B;
	input Cin,Clk;
	reg i = 0;
always@(posedge Clk)
begin
	if(i == 0) {Cout,Sum[0]} = A[0]+B[0]+Cin;
	if(i < 4)  {Cout,Sum[i]} = A[i]+B[i]+Cout;
	else if(i > 4) i=0;
	i = i+1; 
end
endmodule
module Serial_Adder_tb();
	wire [3:0]Sum;
	wire Cout;
	reg [3:0]A,B;
	reg Cin,Clk;
Serial_Adder pa0(Sum, Cout, A, B, Cin,Clk);
initial 
begin
	A = 4'd12;
	B = 4'd15;
	Cin = 1'b1;
	Clk = 1'b0;
end
always #5 Clk = !Clk;
endmodule
--- /design/flow/constraint.sdc ---
current_design Serial_Adder

set clk_period 1.6
set clk_io_pct 0.2

create_clock -name clk0 -period $clk_period [get_ports {Clk}]

set non_clock_inputs [all_inputs -no_clocks]
set_input_delay [expr $clk_period * $clk_io_pct] -clock clk0 $non_clock_inputs
set_output_delay [expr $clk_period * $clk_io_pct] -clock clk0 [all_outputs]
--- /design/flow/run.sh ---
#!/bin/bash
# OpenROAD 26Q1-2900-gdf79404cd8, Yosys 0.63+post, stock flow scripts
make -C /OpenROAD-flow-scripts/flow DESIGN_CONFIG=/design/flow/config.mk WORK_HOME=/design/flow/orfs finish
==> run_results.csv <==
group,metric,value,unit
outcome,outcome,"complete, no violations",
logic_synthesis,synthCells,20,
logic_synthesis,ys_seq_elements,3,
hold_path,hold_depth,1,
cts,cts_tree,"yes",
timing,finalSetupViolations,0,
route,drc,0,
layout,lay_top_cells,"5 x clkdlybuf4s50_1, 3 x inv_1, 3 x conb_1, 3 x clkbuf_4",
timing,fin_skew,4.21,ps
cts,cts_root_buf,"clkbuf_4",
logic_synthesis,ys_chip_area,186,sq um
logic_synthesis,top_area_cell,"dfxtp_1",
timing,rsz0062_at_grt,"false",
route,drtPass1Iterations,1,
logic_synthesis,yosysWarnings,4,
floorplan,io_pins,15,
cts,clkSlewWorstSetupHoldPaths,40,ps
floorplan,core-area,0.00342,sq mm
route,antennaDiodeCount,0,
logic_synthesis,synth-simple-area-share,5.37,%
layout,drive_gt1_share,23.3,%
grt,antenna_found_initial,0,
cts,cts_buffers,3,
layout,instances_no_fill,76,
setup_path,required,1730,ps
job,warning_count,29,
logic_synthesis,yosys-stat-cells,20,
logic_synthesis,ys_seq_share,37.6,%
cts,cts_setup_buffers,0,
layout,finalInstanceArea,333,sq um
setup_path,start_kind,"primary input",
grt,grt_usage,1.67,%
setup_path,critPathArrivalTime,1700,ps
pwr,leakage,0.135,nW
setup_path,reg2reg_slack,440,ps
route,vias,148,
cts,cts_sinks,3,
layout,syn_to_final_growth,78.5,%
logic_synthesis,top_area_share,21.5,%
logic_synthesis,topCombFamilyByArea,"buffers and inverters",
logic_synthesis,synth.cellmix.compoundShare,9.40,%
floorplan,die_w,80,microns
place,placed_area,299,sq um
floorplan,fp.dieH,80,microns
setup_path,r2r_end,"Cout",
floorplan,initCoreUtil,5.46,%
cts,ctsHoldBuffers,0,
logic_synthesis,yosys-top-cells-area,"dfxtp_1 21%, edfxtp_1 16%, buf_4 12%",
cts,clockBufferDepth,2,
route,wl_per_cell,6.58,microns
route,drt-total-wl,500,microns
timing,hold_viol,0,
grt,overflow,0,
grt,grt_pass1_wl,821,microns
cts,clock_latency,240,ps
route,ant_nets,0,
timing,max_freq,638,MHz
place,gp_congestion,0.664,
logic_synthesis,yosysUniqueCellTypes,13,
setup_path,crit_type,"in2reg",
layout,layout.cells.most_common,"clkdlybuf4s50_1",
pwr,power.density,749,mW/mm^2
timing,layout_min_cycle_time,1570,ps
floorplan,fp.dieArea,0.00640,sq mm
setup_path,reg2reg_from,"i",
job,drv_cap,0,
grt,grt_max_degree,6,
route,vias_per_cell,1.95,
hold_path,hp-start,"i",
logic_synthesis,xor_share,0,%
timing,slew_violations,0,
setup_path,ff2ff_path_depth,4,
setup_path,cp-end-kind,"flop",
pwr,ir_drop,133,uV
route,drt_iter0_markers,0,
hold_path,hold_end,"i",
logic_synthesis,syn_avg_cell_area,9.32,sq um
place,placed_cells_incl_taps,72,
cts,htreeDepth,1,
setup_path,crit_path_max_fanout,2,
timing,fin_crit_sh,97.9,%
grt,grt_pass1_vias,192,
place,port_buffers,7,
hold_path,hold_class,"reg2reg",
logic_synthesis,synthesis.area,186,sq um
logic_synthesis,ys_sh_adder,17.4,%
floorplan,num_rows,21,
logic_synthesis,mux_area_share,6.04,%
-- kinds of logic after synthesis --
family          Yosys count
mux                       1
compound gates            3
buf+inv                   8
flops                     3
simple gates              2
other cells               1
fa+ha+maj                 2
-- state kept, by name (all words and copies together) (netlist names) --
| signal | flops |
|---|---|
| Cout | 1 |
| Sum | 1 |
| i | 1 |
-- metal layers --
metal	part of all wire, %	vias to the layer above	wire length, microns	global-route usage, %
met2	51	4	256	2.65
li1	-	73	-	-
met1	37	69	185	1.40
met4	2.4	0	12	1.06
met3	9.0	2	45	1.36
met5	0	-	0	0
-- final cells by class --
| class | instances | area [sq um] |
|---|---|---|
| sequential | 3 | 70.1 |
| fill | 408 | 3080 |
| inverter | 5 | 18.8 |
| clock buffer | 4 | 26.3 |
| multi-input combinational | 11 | 88.8 |
| timing repair buffer | 7 | 71.3 |
| tap | 46 | 57.6 |
-- report_power, final --
part	internal [mW]	total (mW)	leakage [nW]	switching [mW]
sequential	0.0816	0.0825	0.0255	0.000854
clock	0.0938	0.138	0.0150	0.0445
combinational	0.0183	0.0283	0.0948	0.0100
total	0.194	0.249	0.135	0.0554
-- cell usage after synthesis --
| cell type | count |
|---|---|
| inv_1 | 5 |
| buf_4 | 3 |
| dfxtp_1 | 2 |
| a21o_1 | 1 |
| a21oi_1 | 1 |
| conb_1 | 1 |
| edfxtp_1 | 1 |
| fa_1 | 1 |
| ha_1 | 1 |
| mux2_1 | 1 |
| nand2_1 | 1 |
| nor2b_1 | 1 |
| o21ai_0 | 1 |
-- what timing repair did --
item / in CTS / in global routing
endpoints found under the setup margin: 1 / 1
pin swaps: 2 / 3
gates resized: 3 / 3
-- worst max-delay path: stages --
cell and delay (ps):
clkdlybuf4s50_1 470, inv_1 50, fa_2 330, a21oi_2 140
ha_1 240, a21o_1 150
-- per-stage QoR --
stage | power (mW) | worst slack, ps | utilization [%] | hold WS [ps] | setup TNS [ps]
after global routing | 0.266 | 0.218 | 9.74 | 540 | 0
after CTS | 0.260 | 25.9 | 9.56 | 489 | 0
after detailed placement | 0.112 | -324 | 8.75 | 477 | -373
final | 0.249 | 33.4 | 9.74 | 503 | 0
after floorplan | 0.0982 | 200 | - | 432 | 0
after global placement | 0.111 | -292 | 8.75 | 461 | -342
-- worst max path at each step --
stage,from,to,slack [ps],cells past startpoint
CTS,B[0],Cout,30,6
global route,B[0],Cout,0.2,6
finish,B[0],Cout,30,6
Power figures rest on the tool's default switching activity, not on a simulated workload.
