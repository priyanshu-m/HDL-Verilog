## design.v

```verilog
`timescale 1ns/1ps
module Counter_1Digit(Digit, Clk, Rst);
	output reg [3:0]Digit='b0;
	input Clk, Rst;
always@(posedge Clk)
begin
	if (Rst) Digit = 'b0;
	else Digit = (Digit + 1)%10;
end
endmodule
module Counter_1Digit_tb();
	wire [3:0]Digit;
	reg Clk, Rst;
Counter_1Digit c0(Digit, Clk, Rst);
initial 
begin
	Rst = 'b1;
	Clk = 0;
	Rst = #7 'b0;
end
always #5 Clk = !Clk;
endmodule
```

## run.sh

```bash
#!/bin/bash
# OpenROAD 26Q1-2900-gdf79404cd8, Yosys 0.63+post, stock flow scripts
make -C /OpenROAD-flow-scripts/flow DESIGN_CONFIG=/design/flow/config.mk WORK_HOME=/design/flow/orfs finish
```

## config.mk

```make
export PLATFORM = sky130hd
export DESIGN_NAME = Counter_1Digit
export DESIGN_NICKNAME = Counter_1Digit
export VERILOG_FILES = /design/flow/design.v
export SDC_FILE = /design/flow/constraint.sdc
export NUM_CORES = 4
export LEC_CHECK = 1
export CORE_AREA = 10 10 70 70
export DIE_AREA = 0 0 80 80
```

## constraint.sdc

```tcl
current_design Counter_1Digit

set clk_period 1.4
set clk_io_pct 0.2

create_clock -name clk0 -period $clk_period [get_ports {Clk}]

set non_clock_inputs [all_inputs -no_clocks]
set_input_delay [expr $clk_period * $clk_io_pct] -clock clk0 $non_clock_inputs
set_output_delay [expr $clk_period * $clk_io_pct] -clock clk0 [all_outputs]
```

==> CHANGELOG.md <==
## Flow update

- Status: complete, but fails checks
- Failing checks: negative setup slack
- Post-route minimum period: 2200 ps
- GR Overflow Total: 0
- Row cnt: 21
- Proportion of layout cells with a drive suffix above 1: 0.549
- Max_cap viols: 0
- CP required: 1520 ps
- FILL cells: 374
- Hold path depth: 3
- Hold Fails Final Rpt: 0
- CTS H-tree depth: 1
- Worst setup EP type: flip-flop
- Placer congestion estimate: a little under 0.8
- Cts bufs inserted: 3
- Synthesized cell area: 352 sq um
- WHS Endpoint: Digit[0]
- Final setup vio count: 5
- Largest net degree at the start of global routing: 6
- Global-route usage over all layers: 0.0349
- Startpoint class of the critical path: flip-flop
- Least-Margin Pin Slew: around 230 ps
- Max reg flops: 4
- Antenna violations before repair: 0
- Vias in the first global route: about 440
- Buf/Inv on CP: 0
- Synth warnings: 1
- First-pass GRT wire length: roughly 1.9 mm
- Crit path kind: reg -> reg
- Die height: around 80 microns
- Min-delay src: Rst
- Port Buffers: 5
- Core area: 0.00342 sq mm
- Setup TNS: -2250 ps
- Iteration tally of the first detailed-router pass: 2
- Clk latency late pin: between 200 and 250 ps
- Register-to-register setup slack: -800 ps
- Worst-path fanout max: 4
- Total tool warning count: 29
- Max Slew Vio Count: 0
- CTS Hold Bufs: 0
- Root Buffer: clkbuf_4
- Post-Place Cell Area: around 600 sq um
- Drt drc: 0
- Slew margin rel.: 0.843
- Detailed Route Iter0 Violations: 48
- Die Wd: about 80 microns
- Arrival time worst endpoint: 2330 ps
- IO Pins: 6
- Most frequent cells in the layout: buf_4, buf_6, nor2_1
- Final period utilization: 1.57
- Worst R2R Start: Digit[1]
- Drt total wl: 1.12 mm
- Final Cell Area: ~730 sq um
- Peak supply drop: 0.000124 V
- Initial Util: 0.103
- HPWL after DPL: roughly 760 microns
- Max incr delay on CP: 350 ps
- Via count: 423
- Worst clock skew: roughly 2.6 ps
- Area Growth Syn to Fin: 107%
- Post-Syn Area per Cell: between 8 and 9 sq um
- Distinct lib cells used: 26
- Cell count after synthesis: about 40
- Dpl ws: -757 ps
- Leakage: 0.346 nW
- Delay-heaviest family, CP: simple AND/OR/NAND/NOR gates
- Commonest Layout Cell: buf_4
- Chip Area, Yosys: 352 sq um
- CTS Sinks: 4
- CP max stage cell: dfxtp_4
- FF-to-FF path depth: 9
- PD cells: 748 mW/mm^2
- Vias per cell: around 3.6
- Cell mode on critical path: nor2_1
- Inserted Diodes: 0
- CTS tree: built
- CTS Buffer Depth: 2
- Worst path cell trace: ha_4 > or2_1 > nor2_1 > nor2_1 > ha_1 > and2b_2 > a21boi_2 > a2111o_1 > mux2_1
- Yosys cell count: 40
- Setup WS post-layout: -804 ps
- Reg-to-Reg End: Digit[1]
- Worst min path class: in -> reg
- Drt wl/cell: 9.53 microns
- Unrepaired setup endpoints after global routing: yes
- Die area: 0.00640 sq mm
- Synth Seq Share: 0.228
- Max Fclk: 454 MHz
- Clock-pin slew on the worst setup and hold paths: about 40 ps
- Yosys reg bits: 4
- Routed Antenna Nets: 0
- WHS: about 720 ps
-- layer usage --
layer | GRT usage | share of wire | up-vias
met3 | 0.00227 | 0.018 | 5
met2 | 0.0586 | 0.48 | 8
met5 | 0 | 0 | -
met1 | 0.0457 | 0.46 | 196
met4 | 0.0123 | 0.044 | 0
li1 | - | - | 214
-- report_power, final --
group | switching [W] | internal [W] | total [W]
clock network | 0.0000493 | 0.0000960 | 0.000145
logic | 0.0000946 | 0.000164 | 0.000258
registers | 0.0000145 | 0.000127 | 0.000141
-- worst max path at each step --
stage | from | end | slack, ps | cells after the start
finish | Digit[1] | Digit[1] | -800 | 9
global route | Digit[1] | Digit[1] | -870 | 9
CTS | Digit[1] | Digit[1] | -760 | 9
-- cell usage after synthesis, drive strengths merged --
cell type  instances  area [sq um]
a21boi             5          45.0
and4b              1          10.0
ha                 3          37.5
and3               1          6.26
or2                1          6.26
mux2               1          11.3
o21ai              1          5.00
nor2               5          18.8
and2b              3          25.0
a21oi              1          5.00
nand2              2          7.51
mux2i              1          10.0
o311ai             1          8.76
inv                1          3.75
dfxtp              4          80.1
a21bo              1          10.0
nor3               1          5.00
nand4              1          6.26
o211ai             2          15.0
nand2b             1          6.26
a21o               1          8.76
a2111o             1          11.3
or3b               1          8.76
-- cell type report --
type / count / area, sq um / area share
Inverter: 1 / 3.75 / 0.00515
Clock buffer: 3 / 22.5 / 0.0309
Timing Repair Buffer: 28 / 264 / 0.363
Tap cell: 46 / 57.6 / 0.0790
Multi-Input combinational cell: 35 / 288 / 0.395
Sequential cell: 4 / 92.6 / 0.127
-- per-stage QoR --
stage | utilization | cells | total power (W)
2_1_floorplan | - | 40 | 0.000222
3_3_place_gp | 0.173 | 105 | 0.000323
3_5_place_dp | 0.173 | 105 | 0.000325
4_1_cts | 0.205 | 116 | 0.000528
5_1_grt | 0.213 | 117 | 0.000590
6_report | 0.213 | 117 | 0.000545
-- timing repair --
| item | in CTS | in global routing |
|---|---|---|
| endpoints found under the setup margin | 7 | 7 |
| setup buffers | 9 | 1 |
| pin swaps | 3 | 1 |
| resized | 17 | 5 |
-- cell families (layout without fill, tap and decap cells) --
logic type / count (synthesis) / count (layout) / share of synthesized area
AND-OR/OR-AND: 13 / 13 / 0.310
adder cells (fa/ha/maj): 3 / 3 / 0.107
AND/OR/NAND/NOR: 17 / 17 / 0.285
multiplexers: 2 / 2 / 0.0605
buffers and inverters: 1 / 32 / 0.0107
flip-flops: 4 / 4 / 0.228
-- worst reg2reg max path, cell delays in order (launching register included) --
cell      delay (ps)
dfxtp_4          350
ha_4             160
or2_1            220
nor2_1           110
nor2_1            60
ha_1             260
and2b_2          220
a21boi_2          60
a2111o_1         330
mux2_1           310
Power and IR drop assume default switching activity.
